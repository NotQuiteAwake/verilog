## ./design.v

```verilog
module counter(
clock,
reset,
enable,
counter_out
);
input clock;
input reset;
input enable;
output [3:0] counter_out;
wire clock;
wire reset;
wire enable;
reg [3:0] counter_out;
always @ (posedge clock)
begin: COUNTER
    if (reset == 1'b1) begin
        counter_out <= #1 4'b0000;
    end
    else if (enable == 1'b1) begin
        counter_out <= #1 counter_out + 1;
    end
end
endmodule
```

## ./run.sh

```bash
#!/bin/bash
# OpenROAD 26Q1-2900-gdf79404cd8, Yosys 0.63+post, stock flow scripts
make -C /OpenROAD-flow-scripts/flow DESIGN_CONFIG=/design/flow/config.mk WORK_HOME=/design/flow/orfs finish
```

## ./config.mk

```make
export PLATFORM = sky130hd
export DESIGN_NAME = counter
export DESIGN_NICKNAME = counter
export VERILOG_FILES = /design/flow/design.v
export SDC_FILE = /design/flow/constraint.sdc
export NUM_CORES = 4
export LEC_CHECK = 1
export CORE_AREA = 10 10 70 70
export DIE_AREA = 0 0 80 80
```

## ./constraint.sdc

```tcl
current_design counter

set clk_period 1.7
set clk_io_pct 0.2

create_clock -name clk0 -period $clk_period [get_ports {clock}]

set non_clock_inputs [all_inputs -no_clocks]
set_input_delay [expr $clk_period * $clk_io_pct] -clock clk0 $non_clock_inputs
set_output_delay [expr $clk_period * $clk_io_pct] -clock clk0 [all_outputs]
```

==> results.json <==
{
  "holdBufCountCts": 0,
  "critPathTopFamily": "buffers and inverters",
  "place_area_um2": 296.5,
  "dr.pass1.iters": 2,
  "log.warning_count": 25,
  "cts_setup_buffers": 0,
  "synth_area_um2": 178.9,
  "chip_area_um2": 6400,
  "antenna_found_initial": 0,
  "yosys-top-cells-count": "dfxtp_1, nor2_1",
  "power_mw": 0.2492,
  "dieHeight_um": 80,
  "r2r_slack_ns": 0.74,
  "drive_gt1_share_pct": 24.00,
  "worstSkewPairLatency_ns": 0.23,
  "antenna_left": 0,
  "grt_overflow": 0,
  "maxCapViolations": 0,
  "cts_resized": 0,
  "via_per_inst": 1.958,
  "die_width_um": 80,
  "worst_slew_pin_slew_ns": 0.2508,
  "reg.largest.list": "counter_out x4",
  "yosys.cell_types.count": 11,
  "path_buffers": 1,
  "finalCritPeriodShare_pct": 86.33,
  "power.leakage_nw": 0.1203,
  "clkPwrFrac_pct": 45.6,
  "drtIter0Drc": 12,
  "cts_tree": "yes",
  "grt_pass1_wl_um": 834,
  "p_int_mw": 0.1976,
  "flop_cell": "dfxtp_1",
  "largest_register_ffs": 4,
  "grt_pass1_vias": 161,
  "setup_viol": 0,
  "fmax_ghz": 0.6814,
  "period_needed_ns": 1.468,
  "antennaDiodeCount": 0,
  "io_pins": 7,
  "gp_congestion": 0.6468,
  "finalHoldViolCount": 0,
  "most_common_cell": "dfxtp_1",
  "skew_ns": 0.003313,
  "rsz0062_at_grt": "no",
  "yosys_warnings": 1,
  "initCoreUtil_pct": 5.238,
  "cp-start-kind": "flop",
  "status": "complete, no violations",
  "synthToLayoutAreaGrowth_pct": 78.32,
  "drc": 0,
  "top_area_share_pct": 44.76,
  "finalMaxSlewViolations": 0,
  "ys_area_um2": 178.9,
  "ys_cells": 16,
  "synthArstFlopShare_pct": 0,
  "fin_setup_tns_ns": 0,
  "syn_avg_cell_area_um2": 11.18,
  "n_fill_cell": 401,
  "worstSetupEndpointType": "primary output",
  "final_util_pct": 9.341,
  "root_buffer": "clkbuf_4",
  "ctsLongestPathBuffers": 2,
  "cts_num_sinks": 4,
  "hold_path_class": "flop to flop",
  "critPathSlowestCell": "clkdlybuf4s50_1",
  "rows": 21,
  "top_register": "counter_out",
  "grt_usage_pct": 1.759,
  "htree_levels": 1,
  "power_density_nw_per_um2": 781.1,
  "ys_seq_share_pct": 44.76,
  "dpl.cell_count": 68,
  "wl_per_cell_um": 6.620,
  "instances_no_fill": 71,
  "edf_count": 0,
  "crit_chain": "clkdlybuf4s50_1",
  "fin_area_um2": 319.1,
  "combPwrFrac_pct": 11.8,
  "cp.required_ns": 1.36,
  "synth-seq-cells": 4,
  "seqPwrFrac_pct": 42.6,
  "cts-buffers-inserted": 3,
  "critPathKind": "flop to primary output",
  "maxSlewHeadroom_pct": 83.23,
  "synth_cells": 16,
  "ir_drop_uv": 212.6,
  "vias": 139,
  "portBuffers": 6,
  "core_area_um2": 3416,
  "switching_share_pct": 20.71,
  "critPathArrivalTime_ns": 1.13,
  "totalWireLength_um": 470,
  "area_leaders": "dfxtp_1, mux2_4, ha_1",
  "synth_top_cell_by_area": "dfxtp_1",
  "critPathMaxStageDelay_ns": 0.50,
  "path_max_fanout": 4,
  "grt_max_degree": 6,
  "switchingPower_mw": 0.05162,
  "clkTransAtPathRegs_ns": 0.04
}
==> through the flow <==
| stage | hold WS (ns) | worst slack [ns] |
|---|---|---|
| 4_1_cts | 0.5766 | 0.2103 |
| 3_3_place_gp | 0.5535 | 0.1879 |
| 5_1_grt | 0.6204 | 0.1435 |
| 3_5_place_dp | 0.5674 | 0.1947 |
| 2_1_floorplan | 0.4091 | 0.8126 |
| 6_report | 0.5724 | 0.2324 |
==> cells by family (layout without fill, tap and decap cells) <==
| logic type | count (synthesis) | count (layout) | synth area share, % |
|---|---|---|---|
| flops | 4 | 4 | 44.76 |
| fa+ha+maj | 1 | 1 | 6.992 |
| compound gates | 2 | 2 | 8.389 |
| simple gates | 6 | 6 | 20.98 |
| mux | 2 | 2 | 13.98 |
| buf+inv | 0 | 9 | 0 |
| xor+xnor | 1 | 1 | 4.896 |
==> area by class of cell <==
class	instances	area, µm²	area share [%]
multi-input combinational	12	98.84	30.98
clock buffer	3	22.52	7.059
sequential	4	80.08	25.10
tap	46	57.56	18.04
timing repair buffer	6	60.06	18.82
==> final timing paths <==
| kind | start | to | cells after the start |
|---|---|---|---|
| setup / recovery | counter_out[0] | counter_out[0] | 1 |
| hold / removal | counter_out[3] | counter_out[3] | 2 |
| setup reg to reg | counter_out[0] | counter_out[1] | 3 |
| hold reg to reg | counter_out[3] | counter_out[3] | 2 |
==> metal layers <==
metal	GRT usage (%)	part of all wire [%]
met1	2.191	48
met2	1.846	31
met3	2.159	21
met4	0.1761	0
met5	0	0
==> layout by cell type, fill, tap and decap left out <==
cell             n
dfxtp_1          4
ha_1             1
mux2_4           1
nor2_1           3
a21bo_2          1
mux2i_1          1
xnor2_1          1
clkdlybuf4s50_1  6
nor2b_1          1
clkbuf_4         3
a21oi_1          1
nand3b_1         1
nand4_2          1
==> power groups by stage <==
stage	Sequential [mW]	Clock, mW	Combinational, mW
finish	0.106	0.114	0.0294
global route	0.108	0.129	0.0337
CTS	0.106	0.120	0.0298
Power is estimated from default activity; no workload was simulated.
